==> flow/design.v <==
module Rshift #(parameter WIDTH=32)(
  input [WIDTH-1:0] A,
  input [WIDTH-1:0] B,
  output [WIDTH-1:0] S
);
   wire [31:0] S0,S1,S2,S3;
    mux2 st0(S0, A, {1'b0,A[31:1]},B[0]);
    mux2 st1(S1, S0, {2'b0,S0[31:2]},B[1]);
    mux2 st2(S2, S1, {4'b0,S1[31:4]},B[2]);
    mux2 st3(S3, S2, {8'b0,S2[31:8]},B[3]);
    mux2 st4(S, S3, {16'b0,S3[31:16]},B[4]);
endmodule
module mux2#(parameter WIDTH=32)(
    output reg [WIDTH-1:0] S,
    input [WIDTH-1:0] A0, A1,
    input sel
);
    wire [WIDTH-1:0] selector;
    generate
        for (genvar i = 0; i < WIDTH; i = i + 1) begin
            assign selector[i] = sel;
        end
    endgenerate 
    assign S = selector & A1 | (~selector) & A0;
endmodule
==> flow/run.sh <==
#!/bin/bash
# OpenROAD 26Q1-2900-gdf79404cd8, Yosys 0.63+post, stock flow scripts
make -C /OpenROAD-flow-scripts/flow DESIGN_CONFIG=/design/flow/config.mk WORK_HOME=/design/flow/orfs finish
==> flow/config.mk <==
export PLATFORM = sky130hd
export DESIGN_NAME = Rshift
export DESIGN_NICKNAME = Rshift
export VERILOG_FILES = /design/flow/design.v
export SDC_FILE = /design/flow/constraint.sdc
export NUM_CORES = 4
export LEC_CHECK = 1
export CORE_UTILIZATION = 40
==> flow/constraint.sdc <==
current_design Rshift

set clk_period 3.1
set clk_io_pct 0.2

create_clock -name clk0 -period $clk_period

set non_clock_inputs [all_inputs -no_clocks]
set_input_delay [expr $clk_period * $clk_io_pct] -clock clk0 $non_clock_inputs
set_output_delay [expr $clk_period * $clk_io_pct] -clock clk0 [all_outputs]
==> notes.md <==
Implementation run completed; key figures follow.

Route:
- The run puts the wire length on met2 at 4.09 mm.
- The detail route stage leaves a number of antenna-violating nets equal to 0.
- The run puts the detailed-route wire length at 8.97 mm.
- The run puts the antenna diode count at 0.
- Before antenna repair, the detailed router went through 5 iterations.
- The run gives the average wire per standard cell as 20.0 µm.
- The run gives the number of violations reported at the end of detailed-routing iteration 0 as 238.
- The run gives the top routing layer in use as met4.
- The run gives the routed metal-1 wire length as 3.79 mm.
- Per the detail_route report, DRC violations left total 0.
- The run gives the routed length on met3 as 839 µm.
- The run puts the overall via count from detail_route at 2808.
- In the routed layout, each cell is associated on average with a via count of 6.25.

Synthesis:
- The run gives the unique cell type count in the Yosys netlist as 44.
- The run puts the number of warning messages in the yosys log at 1.
- The run gives the average size of a mapped cell as 7.42 µm².
- The run puts the post-synthesis instance total at 248.
- The run gives the synthesized area as 0.00184 mm².
- The run gives the number of cells in Yosys stat as 248.
- The run puts the post-synth area from yosys stat at 0.00184 mm².
- The run gives the sequential fraction of the synthesis area as 0.

Run status:
- The flow ran to the end, but the final reports show violations.
- The final reports fail on negative setup slack.

Floorplanning:
- The core region is 0.00438 mm².
- For this configuration, the core starts out at a cell density of 0.420.
- The run gives the count of pins on the block boundary as 96.
- The die is 69.8 µm tall.
- Per the OpenROAD floorplan log, the width of the die is 69.8 µm.
- The run gives the area of the chip as 0.00487 mm².
- The run gives the standard-cell row count as 24.

Cells and area:
- The run gives the number of non-filler instances in the completed layout as 449.
- The area taken by sequential standard cells is reported as 0 µm².
- The run gives the share of final-layout standard cells stronger than drive strength 1 as 0.494.
- The run puts the final core utilization at 0.839.
- Counting the clock-network buffers in the layout gives 0.
- The library cells used most frequently in the layout, excluding fill and tap cells, are 85 x buf_4, 34 x nor2_1, 33 x clkdlybuf4s50_1.
- The run puts the sequential cell count at 0.
- The run puts the area growth from synthesis to final layout at 99.9%.
- Per the cell usage report, the commonest logic cell in the layout is buf_4.

Setup path:
- The cell that appears most often on the critical path is buf_4.
- The launch point of the critical path was reported as A[21].
- The run gives the slowest stage cell on the critical path as clkdlybuf4s50_1.
- The worst setup path is launched from a primary input.
- The run puts the critical path arrival at 2.51 ns.
- The run puts the data required time of the worst path at 2.48 ns.
- STA classifies the critical path endpoint as an output port.
- On the worst path, the slowest cell contributes a delay of 0.40 ns.
- The most critical setup path has its endpoint at S[13].
- The run gives the worst setup path category as in -> out.
- In this run the critical path is formed by clkdlybuf4s15_1 > buf_4 > mux2_4 > a22o_1 > a21o_1 > buf_4 > a22oi_2 > o21ai_1 > clkdlybuf4s50_1.
- The run puts the maximum fanout along the worst path at 3.

Placement:
- The run puts the number of port buffers at 69.
- The run puts the routability congestion estimate at 0.979.
- The run gives the cell total after placement as 430.
- Detailed placement finished with a half-perimeter wire length of 5.64 mm.

Power:
- The run puts the ratio of total power to cell area at 180 mW/mm².
- The run gives the part of the total power dissipated in the clock network as 0.
- The run gives the share of total power in sequential cells as 0.
- The run puts the switching part of the total at 0.442.
- The power report puts the net switching power at 0.000292 W.
- The worst VDD IR drop from the latest analysis is 0.101 mV.
- The share of total power dissipated in combinational logic is 1.000.
- In this run the static leakage power is 1.61 nW.
- The run puts the internal power component at 0.000369 W.

Final timing:
- The run puts the worst hold margin at 1.84 ns.
- Across all setup checks in the final design, the least slack found is -0.0336 ns.
- The run puts the hold violation count in the final report at 0.
- Setup repair after global routing could not meet its margin everywhere.
- The run gives the final setup violation count as 2.
- The run gives the highest clock frequency the design can meet as 0.319 GHz.
- Headroom to the max-slew limit came out at 0.738.
- Dividing the final minimum period by the clock period gives 1.01.
- The run gives the final-report max-slew violation count as 0.
- The run gives the shortest period the worst path allows as 3.13 ns.
- The run puts the measured slew at the worst slew-check pin at 0.392 ns.

GRT:
- The run gives the initial antenna violation count as 0.
- The run puts the total congestion overflow at 0.
- The run gives the pin count of the biggest net entering global routing as 21.
- The run gives the first-pass GRT wire length as 12.8 mm.
- The run puts the global-route total usage across every layer at 0.335.
- The run puts the number of global-route vias before repair at 2636.

Flow run:
- The number of warnings reported in the stage logs is 62.
- In this run the maximum-capacitance check reported violations numbering 0.

Worst hold path:
- The run gives the type of the tightest min-delay check as in -> out.
==> cells by family (layout without fill, tap and decap cells) <==
family | Yosys count | count (layout) | share of synthesized area
buffers and inverters | 23 | 172 | 0.0775
multiplexers | 60 | 60 | 0.398
AND-OR/OR-AND | 80 | 80 | 0.309
AND/OR/NAND/NOR | 85 | 85 | 0.216
==> synthesized netlist by cell type, drive strengths merged (7+ instances only) <==
cell type / n / share of area
a211oi: 10 / 0.046
a21oi: 10 / 0.027
a22oi: 8 / 0.033
buf: 14 / 0.058
clkbuf: 7 / 0.015
mux2: 23 / 0.14
mux2i: 30 / 0.16
mux4: 7 / 0.092
nand2: 19 / 0.039
nand2b: 7 / 0.024
nor2: 38 / 0.078
nor2b: 8 / 0.031
o21ai: 12 / 0.033
o22ai: 16 / 0.054
==> critical path: cells and delay by family <==
kind                   cells  cell delay (ns)
AND-OR/OR-AND              4             0.62
buffers and inverters      4             0.97
multiplexers               1             0.30
==> power by group through the flow <==
stage	logic [W]	registers (W)	clock network, W
CTS	0.000591	0	0
finish	0.000660	0	0
global route	0.000698	0	0
==> how the worst min path moves through the flow <==
stage	start	end	slack, ns	cells past startpoint
4_1_cts	B[2]	S[20]	2.19	5
6_report	B[2]	S[20]	1.84	5
5_1_grt	B[2]	S[20]	1.86	5
==> metrics by stage <==
stage | power, W | setup slack, ns | instance area (µm²) | TNS [ns]
2_1_floorplan | 0.000240 | 0.597 | 1840 | 0
3_3_place_gp | 0.000525 | -0.581 | 3100 | -10.66
3_5_place_dp | 0.000525 | -0.548 | 3100 | -10.44
4_1_cts | 0.000591 | -0.00995 | 3440 | -0.00995
5_1_grt | 0.000698 | -0.0940 | 3680 | -0.276
6_report | 0.000660 | -0.0336 | 3680 | -0.0340
==> repair_timing <==
item | 4_1_cts | 5_1_grt
buffers inserted | 12 | 5
hold buffers | 0 | 0
setup endpoints to repair | 29 | 19
cloned | 2 | 1
gates resized | 99 | 55
pin swaps | 15 | 16
==> layer usage <==
layer	vias up	global-route usage
li1	1276	-
met4	0	0.0733
met5	-	0
met1	1330	0.490
met2	174	0.533
met3	28	0.0428
==> layout make-up <==
class	instances	area, µm²
multi-input combinational	225	2060
tap	52	65.1
inverter	2	15.0
fill	252	707
timing repair buffer	170	1540
No activity file was given, so power comes from the tool's default toggle rates.
