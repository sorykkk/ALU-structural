File: config.mk
export PLATFORM = sky130hd
export DESIGN_NAME = Lshift
export DESIGN_NICKNAME = Lshift
export VERILOG_FILES = /design/flow/design.v
export SDC_FILE = /design/flow/constraint.sdc
export NUM_CORES = 4
export LEC_CHECK = 1
export CORE_UTILIZATION = 30
File: constraint.sdc
current_design Lshift

set clk_period 3.7
set clk_io_pct 0.2

create_clock -name clk0 -period $clk_period

set non_clock_inputs [all_inputs -no_clocks]
set_input_delay [expr $clk_period * $clk_io_pct] -clock clk0 $non_clock_inputs
set_output_delay [expr $clk_period * $clk_io_pct] -clock clk0 [all_outputs]
File: design.v
module Lshift #(parameter WIDTH=32)(
  input [WIDTH-1:0] A,
  input [WIDTH-1:0] B,
  output [WIDTH-1:0] S
);
 wire [31:0] S0,S1,S2,S3;
    mux2 st0(S0, A, {A[30:0],1'b0},B[0]);
    mux2 st1(S1, S0, {S0[29:0],2'b0},B[1]);
    mux2 st2(S2, S1, {S1[27:0],4'b0},B[2]);
    mux2 st3(S3, S2, {S2[23:0],8'b0},B[3]);
    mux2 st4(S, S3, {S3[15:0],16'b0},B[4]);
endmodule
module mux2#(parameter WIDTH=32)(
    output reg [WIDTH-1:0] S,
    input [WIDTH-1:0] A0, A1,
    input sel
);
    wire [WIDTH-1:0] selector;
    generate
        for (genvar i = 0; i < WIDTH; i = i + 1) begin
            assign selector[i] = sel;
        end
    endgenerate 
    assign S = selector & A1 | (~selector) & A0;
endmodule
File: run.sh
#!/bin/bash
# OpenROAD 26Q1-2900-gdf79404cd8, Yosys 0.63+post, stock flow scripts
make -C /OpenROAD-flow-scripts/flow DESIGN_CONFIG=/design/flow/config.mk WORK_HOME=/design/flow/orfs finish
==> impl_summary.log <==
[report] extracting results
INFO  metric outcome = completed
INFO  metric firstDrtPassIters = 4
INFO  metric antenna_found_initial = 0
INFO  metric drt_iter0_markers = 62
INFO  metric syn_area_per_cell = 10.01 sq um
INFO  metric worst_path_most_repeated_cell = clkdlybuf4s50_1
INFO  metric gpl.final_weighted_congestion = around 0.9
INFO  metric area_leaders = mux4_2 27%, mux4_1 13%, mux2i_1 5.6%
INFO  metric power_per_cell_area = 139.2 nW/um^2
INFO  metric postPlaceCellArea = approximately 2700 sq um
INFO  metric power_switching = 0.1458 mW
INFO  metric grt_util_all_layers = between 10% and 20%
INFO  metric layout_fillers = roughly 560
INFO  metric grt_pass1_wl = 9114 um
INFO  metric cp_depth = 6
INFO  metric vias = 1904
INFO  metric critPathSlowestCell = clkdlybuf4s50_1
INFO  metric max_cap_viol_count = 0
INFO  metric cp_max_fo = 11
INFO  metric total_buffers_and_inverters_traversed_by_the_critical_path = 3
INFO  metric fp.dieW = a little under 80 um
INFO  metric count_of_input_and_output_buffers = slightly below 70
INFO  metric die_h = between 70 and 80 um
INFO  metric yosysMostFrequentCell = mux4_2
INFO  metric final-setup-viol-count = 0
INFO  metric critPathMaxStageDelay = 680 ps
INFO  metric period_minus_slack = around 3600 ps
INFO  metric ir_drop = 0.07505 mV
INFO  metric cts_setup_buffers = 0
INFO  metric n_clock_buffer = 0
INFO  metric final.period_utilization = 97.48%
INFO  metric layout.sequential_cells = 0
INFO  metric sequentialPowerShare = 0%
INFO  metric min_path_type = in2out
INFO  metric post_synth_inst_count = roughly 180
INFO  metric path_class = in2out
INFO  metric seqCellArea = 0 sq um
INFO  metric yosys.stat.seqShare = 0%
INFO  metric ys_cells = 177
INFO  metric wl = between 5000 and 6000 um
INFO  metric critPathCaptureType = primary output
INFO  metric cell_internal_power_dissipation = 0.2296 mW
INFO  metric total_power = about 0.38 mW
INFO  metric critical-path-top-delay-family = buffers and inverters
INFO  metric post-synth-top-area-fraction = 26.69%
INFO  metric route.antenna.remaining_nets = 0
INFO  metric fmaxAchievable = 277.3 MHz
INFO  metric power_frac_clock = 0%
INFO  metric yosys-stat-area = about 1800 sq um
INFO  metric drv_slew = 0
INFO  metric critPathArrivalTime = about 2900 ps
INFO  metric path_cells = clkdlybuf4s50_1 > inv_1 > nand2_1 > a2bb2oi_1 > a21boi_1 > clkdlybuf4s50_1
INFO  metric antenna_cells = 0
INFO  metric remaining_drc_errors = 0
INFO  metric maximum_number_of_pins_on_one_net_before_global_route_repair = 25
INFO  metric rsz_0062_raised_after_global_routing = yes
INFO  metric routed_wire_length_per_instance = between 15 and 20 um
INFO  metric post_synth_instance_area = ~1800 sq um
INFO  metric static_power_due_to_leakage = a little over 1 nW
INFO  metric core_area = approximately 5600 sq um
INFO  metric worst_pin_slew = 462.2 ps
INFO  metric grt_pass1_vias = 1847
INFO  metric combinational_fraction_of_design_power = approximately 100%
INFO  metric design.portCount = 96
INFO  metric worst_ep_required_time = a little under 3000 ps
INFO  metric source_of_the_worst_hold_timing_path = B[1]
INFO  metric log.warning_count = 60
INFO  metric finalHoldViolCount = 0
INFO  metric yosysWarningCount = 1
INFO  metric endpoint = S[30]
INFO  metric synth.distinct_cells = about 54
INFO  metric area_growth_syn_to_layout = 52.19%
INFO  metric vias_per_cell = roughly 5.7
INFO  metric row_count = 27
INFO  metric setup.worst_path.start_class = primary input
INFO  metric globalRoute.totalOverflow = 0
INFO  metric worst_setup_path_start = B[4]
INFO  metric worst_slew_margin_rel = between 60 and 70%
INFO  metric switching_share = 38.84%
INFO  metric synth.top_cells.by_count = 21 x mux4_2, 16 x nand2_1, 11 x nor2_1, 10 x mux2i_1, 9 x mux4_1
INFO  metric fp-utilization = 31.59%
INFO  metric finalInstanceArea = 2696 sq um
INFO  metric total_die_area = 6217 sq um
INFO  metric place.detailed.hpwl = approximately 4600 um
INFO  metric synthDominantAreaCellType = mux4_2
INFO  metric layout-drive-gt1-share = between 20% and 30%
## placed cells by master (no fill, tap or decap), types with 2 or more instances in the layout
cell type / instances
a21oi_1: 4
nor2b_1: 3
o311ai_1: 2
o22ai_1: 3
mux2i_2: 2
a22o_1: 5
or2_0: 2
and2_1: 5
nor3_1: 5
clkdlybuf4s50_1: 67
mux2_2: 7
inv_1: 3
mux2_1: 3
nand2_1: 16
o211ai_1: 3
a22oi_1: 8
buf_4: 31
mux2i_1: 8
nor2_1: 10
mux4_2: 24
a221oi_1: 2
o21ai_1: 2
buf_12: 3
or2_2: 2
a21o_1: 3
o31ai_1: 2
a31oi_1: 2
mux4_1: 6
a211oi_1: 2
## metal layers
layer	up-vias	track usage [%]	wire, um	part of all wire, %
li1	922	-	-	-
met1	923	28.78	2605	46
met2	57	32.17	2699	48
met3	2	2.450	314	5.6
met4	0	0.9091	21	0.37
met5	-	0	0	0
## kinds of logic (layout without fill, tap and decap cells)
logic type | after synthesis | after routing | share of synthesized area (%)
AND-OR/OR-AND | 50 | 50 | 21.96
AND/OR/NAND/NOR | 53 | 53 | 15.40
multiplexers | 50 | 50 | 52.05
buffers and inverters | 24 | 107 | 10.59
## area by class of cell
type / count / area [sq um] / area share (%)
inverters: 3 / 11.26 / 0.4176
multi-input cells: 153 / 1583 / 58.70
well taps: 72 / 90.09 / 3.341
repair buffers: 104 / 1012 / 37.54
## how the worst min path moves through the flow
stage | depth (start not counted) | end | slack [ps]
finish | 5 | S[1] | 2540
global route | 5 | S[1] | 2620
CTS | 5 | S[20] | 2660
## power groups by stage
stage	Clock [mW]	Sequential [mW]	Combinational, mW
final	0	0	0.375
after CTS	0	0	0.376
after global routing	0	0	0.407
## metrics by stage
| stage | instances | hold WS, ps | utilization [%] | setup TNS (ps) | setup slack [ps] |
|---|---|---|---|---|---|
| global route | 332 | 2619 | 48.08 | -3.593 | -3.593 |
| global placement | 331 | 2650 | 47.50 | -899.3 | -107.9 |
| floorplan | 177 | 1679 | - | 0 | 934.3 |
| detailed placement | 331 | 2661 | 47.50 | -868.5 | -98.33 |
| CTS | 332 | 2664 | 47.99 | 0 | 59.34 |
| finish | 332 | 2537 | 48.08 | 0 | 93.37 |
## what timing repair did
item | in CTS | in global routing
cloned | 1 | 0
resized | 6 | 2
hold buffers | 0 | 0
endpoints found under the setup margin | 17 | 7
pin swaps | 0 | 0
No activity file was given, so power comes from the tool's default toggle rates.
