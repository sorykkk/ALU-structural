[flow/run.sh]
#!/bin/bash
# OpenROAD 26Q1-2900-gdf79404cd8, Yosys 0.63+post, stock flow scripts
make -C /OpenROAD-flow-scripts/flow DESIGN_CONFIG=/design/flow/config.mk WORK_HOME=/design/flow/orfs finish
[flow/design.v]
module FA (
    output reg sum,
    output reg cout,
    input a,
    input b,
    input cin
);
  assign sum = a ^ b ^ cin;
  assign cout = (a & b) | (b & cin) | (cin & a);
endmodule
module MUX2to1_w1 (          
    output reg y,
    input i0,
    i1,
    s
);
  always @(i0, i1, s) begin
    if (s == 1'b0) 
        y = i0;
    else 
        y = i1;
  end
endmodule
module MUX2to1_w4 (          
    output reg [3:0] y,
    input [3:0] i0,
    i1,
    input s
);
  always @(i0, i1, s) begin
    if (s == 1'b0) begin
      y = i0;  
    end else begin
      y = i1;  
    end
  end
endmodule
module RCA4 #(parameter WIDTH=4)(                
  input [WIDTH-1:0] a,
  input [WIDTH-1:0] b,
    input cin,
  output [WIDTH-1:0] sum,
    output reg cout
);
  wire [WIDTH-1:0] c;
  FA fa0 ( .a(a[0]), .b(b[0]), .cin(cin), .sum(sum[0]), .cout(c[0]));
  FA fa1 ( .a(a[1]), .b(b[1]), .cin(c[0]), .sum(sum[1]), .cout(c[1]));
  FA fa2 ( .a(a[2]), .b(b[2]), .cin(c[1]), .sum(sum[2]), .cout(c[2]));
  FA fa3 ( .a(a[3]), .b(b[3]), .cin(c[2]), .sum(sum[3]), .cout(c[3]));
	always @ * begin
   cout=c[3];
  end
endmodule
module CSelA #(parameter WIDTH=32)(
  input [WIDTH-1:0] a,
  input [WIDTH-1:0] b,
    input cin,
  output reg [WIDTH-1:0] sum,
    output reg cout,
    output reg overflow
);
  wire [WIDTH-1:0] sum0, sum1;
  wire [7:0] c;
  wire [7:0] cout0, cout1;
  reg [WIDTH-1:0] result;
  wire [WIDTH-1:0] tmp;
  RCA4 rca0_0 (.sum(sum0[3:0]), .cout(cout0[0]), .a(a[3:0]), .b(b[3:0]), .cin(1'b0));
  RCA4 rca0_1 (.sum(sum1[3:0]), .cout(cout1[0]), .a(a[3:0]), .b(b[3:0]), .cin(1'b1));
  MUX2to1_w4 mux1_sum (.y(tmp[3:0]), .i0(sum0[3:0]), .i1(sum1[3:0]), .s(cin));
  MUX2to1_w1 mux1_cout (.y(c[0]), .i0(cout0[0]), .i1(cout1[0]), .s(cin));
  RCA4 rca_other_0[6:1] (.sum(sum0[27:4]), .cout(cout0[6:1]), .a(a[27:4]), .b(b[27:4]), .cin(1'b0));
  RCA4 rca_other_1[6:1] (.sum(sum1[27:4]), .cout(cout1[6:1]), .a(a[27:4]), .b(b[27:4]), .cin(1'b1));
  MUX2to1_w4 mux_other_sum[6:1] (.y(tmp[27:4]), .i0(sum0[27:4]), .i1(sum1[27:4]), .s(c[5:0]));
  MUX2to1_w1 mux_other_cout[6:1] (.y(c[6:1]), .i0(cout0[6:1]), .i1(cout1[6:1]), .s(c[5:0]));
  RCA4 rca7_0 (.sum(sum0[31:28]), .cout(cout0[7]), .a(a[31:28]), .b(b[31:28]), .cin(1'b0));
  RCA4 rca7_1 (.sum(sum1[31:28]), .cout(cout1[7]), .a(a[31:28]), .b(b[31:28]), .cin(1'b1));
  MUX2to1_w4 mux6543210_sum (.y(tmp[31:28]), .i0(sum0[31:28]), .i1(sum1[31:28]), .s(c[6]));
  MUX2to1_w1 mux6543210_cout (.y(c[7]), .i0(cout0[7]), .i1(cout1[7]), .s(c[6]));
always @* begin
  overflow = (a[WIDTH-1] & b[WIDTH-1] & ~tmp[WIDTH-1]) | (~a[WIDTH-1] & ~b[WIDTH-1] & tmp[WIDTH-1]);
    if (overflow) begin
      if (!tmp[WIDTH-1] && (a[WIDTH-1]==1 && b[WIDTH-1]==1)) begin
            sum = ~tmp + 1'b1;
            cout = 1;  
      end else if (tmp[WIDTH-1] && (a[WIDTH-1]==0 && b[WIDTH-1]==0))  begin
            sum = ~tmp;
            cout = 0;
        end
    end else begin
        sum = tmp;
        cout = c[7];  
    end
end
endmodule
[flow/constraint.sdc]
current_design CSelA

set clk_period 12.2
set clk_io_pct 0.2

create_clock -name clk0 -period $clk_period

set non_clock_inputs [all_inputs -no_clocks]
set_input_delay [expr $clk_period * $clk_io_pct] -clock clk0 $non_clock_inputs
set_output_delay [expr $clk_period * $clk_io_pct] -clock clk0 [all_outputs]
[flow/config.mk]
export PLATFORM = sky130hd
export DESIGN_NAME = CSelA
export DESIGN_NICKNAME = CSelA
export VERILOG_FILES = /design/flow/design.v
export SDC_FILE = /design/flow/constraint.sdc
export NUM_CORES = 4
export LEC_CHECK = 1
export CORE_UTILIZATION = 40
==> flow_metrics.tcl <==
# yosys + openroad results
set metrics [dict create \
    power.leakage_nw 1.68 \
    postCtsSetupBuffers 0 \
    cts_hold_buf 0 \
    post_cts_resized 0 \
    grt_pass1_vias 3000 \
    row_count 32 \
    flops 0 \
    critPathMaxFanout 29 \
    rsz0062_at_grt "false" \
    dp.cells 647 \
    period_used_share 0.821 \
    hold_violations 0 \
    viasPerCell 5.19 \
    drtIter0Drc 95 \
    grt_max_degree 31 \
    die-area_sq_um 8420 \
    antenna_found_initial 0 \
    max_slew_margin 0.444 \
    post_drt_wl_per_cell_microns 12.8 \
    tightest_slew_ns 0.826 \
    required_ns 9.76 \
    yosysChipArea_sq_um 3220 \
    min-delay-start "b[31]" \
    hold_path.class "input port to output port" \
    synthCells 455 \
    crit_path_end_kind "output port" \
    nClkBuffers 0 \
    die_h_microns 91.8 \
    numPortBuffers 99 \
    syn2layout_area_growth_pct 33.5 \
    ys_seq_share 0 \
    drive_gt1_frac 0.0862 \
    maxCapViolations 0 \
    grt_pass1_wl_microns 13900 \
    grt_overflow 0 \
    postLayoutCellArea_sq_um 4300 \
    io_pins 99 \
    synth_stat.cells 455 \
    yosysWarnings 6 \
    synthDistinctLibCells 65 \
    place_area_sq_um 4300 \
    setup_violations 0 \
    dr.pass1.iters 4 \
    period_minus_slack_ns 10.02 \
    routed_wl_microns 8310 \
    start_kind "input port" \
    status "finished clean" \
    flop_area_sq_um 0 \
    vdd_ir_drop_max_mv 0.0409 \
    grt_usage 0.199 \
    fp_util 0.415 \
    die_w_microns 91.8 \
    syn_area_sq_um 3220 \
    core-area_sq_um 7770 \
    routabilityCongestion 0.917 \
    crit_type "input port to output port" \
    drc_errors 0 \
    final_antenna_net_count 0 \
    fmax_mhz 99.8 \
    syn-mean-instance-area_sq_um 7.09 \
    n_antenna_cell 0 \
    hpwl_microns 7150 \
    stdcell_count 647 \
    setup_tns_ns 0 \
    final_max_slew_viol_count 0 \
    power.density_nw_per_um2 82.6 \
    cp.arrival_ns 7.58 \
    critPathLaunch "a[10]" \
    vias 3358 \
    warnings 41 \
]
## cell type report
type               count  area [sq um]
well taps            102           128
repair buffers       101          1010
multi-input cells    406          3030
inverters             38           143
fillers              752          3460
## final timing paths
| kind | endpoint | slack (ns) | cells after the start |
|---|---|---|---|
| setup / recovery | sum[19] | 2.18 | 17 |
| hold / removal | cout | 5.95 | 4 |
## worst max-delay path: stages
cell	delay, ns
clkdlybuf4s50_1	0.44
ha_1	0.26
or3_4	0.39
o22ai_1	0.37
mux2i_1	0.29
o32ai_2	0.14
a21oi_1	0.21
buf_4	0.21
a211oi_1	0.09
o31ai_1	0.69
nor2_1	0.11
or4b_4	0.79
nor2_1	0.23
inv_2	0.09
o41a_1	0.12
xnor2_1	0.19
clkdlybuf4s50_1	0.49
## through the flow
| step | total power (W) | util | worst slack, ns | hold slack (ns) |
|---|---|---|---|---|
| final | 0.000355 | 0.554 | 2.18 | 5.95 |
| after global routing | 0.000394 | 0.554 | 1.80 | 6.04 |
| after CTS | 0.000359 | 0.554 | 2.15 | 5.95 |
| after floorplan | 0.000194 | - | 4.07 | 5.02 |
| after detailed placement | 0.000357 | 0.554 | 2.20 | 5.94 |
| after global placement | 0.000357 | 0.554 | 2.25 | 5.95 |
## cells in the final DEF (no fill, tap or decap), types with 4 or more instances in the layout
cell,Yosys,routed
clkdlybuf4s50_1,0,99
xnor2_1,43,43
ha_1,42,42
inv_1,37,37
nor2_1,35,35
nand2_1,31,31
a21oi_1,27,27
xor2_1,24,24
nand3_1,18,18
a21oi_2,17,17
o21ai_0,14,14
nor3_1,14,14
or2_2,12,12
o21bai_1,9,9
nand2b_1,8,8
nor2b_1,8,8
or3_1,8,8
a31oi_1,7,7
o21ai_1,5,5
o22ai_1,5,5
o211ai_1,5,5
and2_1,5,5
or4_1,5,5
mux2i_1,4,4
## report_power, final
group	switching [W]	internal, W
combinational	0.000152	0.000203
clock	0	0
sequential	0	0
total	0.000152	0.000203
## cell families after synthesis
logic type	count (synthesis)	synth area share
multiplexers	6	0.0206
AND/OR/NAND/NOR	160	0.265
AND-OR/OR-AND	131	0.303
XOR/XNOR	67	0.182
buffers and inverters	49	0.0664
adder cells (fa/ha/maj)	42	0.163
## routing by layer
metal  GRT usage  up-vias  wire length [microns]
met5           0        -                      0
met4     0.00521        0                     23
met3     0.00844        2                    274
met2       0.317       65                   3590
met1       0.314     1461                   4420
li1            -     1830                      -
## Yosys cell counts, drive strengths merged, types with 9 or more instances
cell type | n | area share
nand2 | 31 | 0.036
or2 | 13 | 0.025
inv | 38 | 0.044
nor2 | 35 | 0.041
or3 | 9 | 0.019
ha | 42 | 0.16
a21oi | 44 | 0.088
nor3 | 14 | 0.022
xor2 | 24 | 0.065
xnor2 | 43 | 0.12
nand3 | 18 | 0.028
o21ai | 19 | 0.029
o21bai | 9 | 0.021
Power figures rest on the tool's default switching activity, not on a simulated workload.
